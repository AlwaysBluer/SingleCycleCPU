### flow/design.v
module display (
    input  wire       clk    ,
    input  wire       rst_n  ,
    input  wire  [31:0]   PC ,
    output reg        led0_en,
    output reg        led1_en,
    output reg        led2_en,
    output reg        led3_en,
    output reg        led4_en,
    output reg        led5_en,
    output reg        led6_en,
    output reg        led7_en,
    output reg        led_ca ,
    output reg        led_cb ,
    output reg        led_cc ,
    output reg        led_cd ,
    output reg        led_ce ,
    output reg        led_cf ,
    output reg        led_cg ,
    output reg        led_dp
);
reg [2:0] led_cnt;
reg clk_1khz;
reg [17:0]divcount;
always @ (posedge clk_1khz or negedge rst_n) begin
    if (~rst_n)    led_cnt <= 3'h0;
    else           led_cnt <= led_cnt + 3'h1;
end
always@(posedge clk)
    begin
        if(divcount == 18'd49999) 
            begin
                divcount <= 18'd0;
                clk_1khz <= ~clk_1khz;
            end
         else
            divcount <= divcount + 1;
    end
wire led0_en_d = ~(led_cnt == 3'h0);
wire led1_en_d = ~(led_cnt == 3'h1);
wire led2_en_d = ~(led_cnt == 3'h2);
wire led3_en_d = ~(led_cnt == 3'h3);
wire led4_en_d = ~(led_cnt == 3'h4);
wire led5_en_d = ~(led_cnt == 3'h5);
wire led6_en_d = ~(led_cnt == 3'h6);
wire led7_en_d = ~(led_cnt == 3'h7);
always @ (posedge clk_1khz or negedge rst_n) begin
    if (~rst_n) led0_en <= 1'b1;
    else        led0_en <= led0_en_d;
end
always @ (posedge clk_1khz or negedge rst_n) begin
    if (~rst_n) led1_en <= 1'b1;
    else        led1_en <= led1_en_d;
end
always @ (posedge clk_1khz or negedge rst_n) begin
    if (~rst_n) led2_en <= 1'b1;
    else        led2_en <= led2_en_d;
end
always @ (posedge clk_1khz or negedge rst_n) begin
    if (~rst_n) led3_en <= 1'b1;
    else        led3_en <= led3_en_d;
end
always @ (posedge clk_1khz or negedge rst_n) begin
    if (~rst_n) led4_en <= 1'b1;
    else        led4_en <= led4_en_d;
end
always @ (posedge clk_1khz or negedge rst_n) begin
    if (~rst_n) led5_en <= 1'b1;
    else        led5_en <= led5_en_d;
end
always @ (posedge clk_1khz or negedge rst_n) begin
    if (~rst_n) led6_en <= 1'b1;
    else        led6_en <= led6_en_d;
end
always @ (posedge clk_1khz or negedge rst_n) begin
    if (~rst_n) led7_en <= 1'b1;
    else        led7_en <= led7_en_d;
end
reg [3:0] led_display;
always @ (*) begin
    case (led_cnt)
        3'h0 : led_display = PC[31:28];
        3'h7 : led_display = PC[27:24];
        3'h6 : led_display = PC[23:20];
        3'h5 : led_display = PC[19:16]; 
        3'h4 : led_display = PC[15:12];
        3'h3 : led_display = PC[11:8];
        3'h2 : led_display = PC[7:4];
        3'h1 : led_display = PC[3:0];
        default : led_display <= 4'h0;
    endcase
end
wire eq0 = (led_display == 4'h0);
wire eq1 = (led_display == 4'h1);
wire eq2 = (led_display == 4'h2);
wire eq3 = (led_display == 4'h3);
wire eq4 = (led_display == 4'h4);
wire eq5 = (led_display == 4'h5);
wire eq6 = (led_display == 4'h6);
wire eq7 = (led_display == 4'h7);
wire eq8 = (led_display == 4'h8);
wire eq9 = (led_display == 4'h9);
wire eqa = (led_display == 4'ha);
wire eqb = (led_display == 4'hb);
wire eqc = (led_display == 4'hc);
wire eqd = (led_display == 4'hd);
wire eqe = (led_display == 4'he);
wire eqf = (led_display == 4'hf);
wire led_ca_d = ~(eq0 | eq2 | eq3 | eq5 | eq6 | eq7 | eq8 | eq9 | eqa | eqc | eqe | eqf);
wire led_cb_d = ~(eq0 | eq1 | eq2 | eq3 | eq4 | eq7 | eq8 | eq9 | eqa | eqd);
wire led_cc_d = ~(eq0 | eq1 | eq3 | eq4 | eq5 | eq6 | eq7 | eq8 | eq9 | eqa | eqb | eqd);
wire led_cd_d = ~(eq0 | eq2 | eq3 | eq5 | eq6 | eq8 | eq9 | eqb | eqc | eqd | eqe);
wire led_ce_d = ~(eq0 | eq2 | eq6 | eq8 | eqa | eqb | eqc | eqd | eqe | eqf);
wire led_cf_d = ~(eq0 | eq4 | eq5 | eq6 | eq8 | eq9 | eqa | eqb | eqc | eqe | eqf);
wire led_cg_d = ~(eq2 | eq3 | eq4 | eq5 | eq6 | eq8 | eq9 | eqa | eqb | eqd | eqe | eqf);
wire led_dp_d = 1; 
always @ (posedge clk or negedge rst_n) begin
    if (~rst_n) led_ca <= 1'b0;
    else        led_ca <= led_ca_d;
end
always @ (posedge clk or negedge rst_n) begin
    if (~rst_n) led_cb <= 1'b0;
    else        led_cb <= led_cb_d;
end
always @ (posedge clk or negedge rst_n) begin
    if (~rst_n) led_cc <= 1'b0;
    else        led_cc <= led_cc_d;
end
always @ (posedge clk or negedge rst_n) begin
    if (~rst_n) led_cd <= 1'b0;
    else        led_cd <= led_cd_d;
end
always @ (posedge clk or negedge rst_n) begin
    if (~rst_n) led_ce <= 1'b0;
    else        led_ce <= led_ce_d;
end
always @ (posedge clk or negedge rst_n) begin
    if (~rst_n) led_cf <= 1'b0;
    else        led_cf <= led_cf_d;
end
always @ (posedge clk or negedge rst_n) begin
    if (~rst_n) led_cg <= 1'b0;
    else        led_cg <= led_cg_d;
end
always @ (posedge clk or negedge rst_n) begin
    if (~rst_n) led_dp <= 1'b1;
    else        led_dp <= led_dp_d;
end
endmodule
### flow/run.sh
#!/bin/bash
# OpenROAD 26Q1-2900-gdf79404cd8, Yosys 0.63+post, stock flow scripts
make -C /OpenROAD-flow-scripts/flow DESIGN_CONFIG=/design/flow/config.mk WORK_HOME=/design/flow/orfs finish
### flow/config.mk
export PLATFORM = sky130hd
export DESIGN_NAME = display
export DESIGN_NICKNAME = display
export VERILOG_FILES = /design/flow/design.v
export SDC_FILE = /design/flow/constraint.sdc
export NUM_CORES = 4
export LEC_CHECK = 1
export CORE_UTILIZATION = 40
### flow/constraint.sdc
current_design display

set clk_period 2.9
set clk_io_pct 0.2

create_clock -name clk0 -period $clk_period [get_ports {clk}]

set non_clock_inputs [all_inputs -no_clocks]
set_input_delay [expr $clk_period * $clk_io_pct] -clock clk0 $non_clock_inputs
set_output_delay [expr $clk_period * $clk_io_pct] -clock clk0 [all_outputs]
==> out/metrics.csv <==
stage,metric,value,unit
grt,antenna violations before repair,0,
placement,port bufs,48,
yosys,Synth Seq Share,0.4739,
yosys,syn avg cell area,10.09,sq um
die,num rows,23,
worst_setup_path,CP Class,in -> reg,
worst_setup_path,Critical Path Source Type,primary input,
pwr,Reg power frac,0.488,
worst_setup_path,Reg2Reg Launch Point,divcount[2],
detailed_routing,DR pass1 iterations,4,
yosys,Async SR Flop Fraction,0.4865,
worst_setup_path,CP endpoint kind,flop,
worst_setup_path,CP startpoint,PC[21],
layout,"Area growth, synth to finish",33.45,%
layout,Final Cell Area,2396,sq um
clock_network,Max Buffers Root-to-Sink,2,
die,Core Region,4144,sq um
layout,max reg flops,18,
final_timing,Hold WS,456.2,ps
run,count of tool warnings,29,
status,outcome,completed,
grt,largest net degree at the start of global routing,19,
final_timing,endpoints left unconstrained,19,
placement,placed inst area,2325,sq um
layout,largest registers in the final layout,"divcount x18, led_cnt x3",
pwr,LEAKAGE,0.9563,nW
die,Core Util at FP,0.4333,
detailed_routing,WL final,3831,um
grt,first-pass GRT wire length,6561,um
final_timing,endpoints failing hold,0,
pwr,Int Pwr,0.6203,mW
detailed_routing,antenna cells,0,
grt,gr usage total,0.1898,
pwr,clock share of power,0.382,
clock_network,setup bufs post-CTS,0,
clock_network,H-tree lvl count,1,
layout,Reg with most FFs,divcount,
yosys,Most used DFF post-synth,dfxtp_1,
final_timing,clk_skew,2.961,ps
final_timing,max-slew violation count,0,
final_timing,count of unclocked register or latch pins,11,
yosys,ao+oa area frac,0.1164,
grt,vias in the first global route,1371,
pwr,"Power, Total",0.7596,mW
placement,Post-Place Cells,273,
yosys,cell total in the yosys stat output,178,
yosys,yosys stat chip area,1795,sq um
die,Die Width,69.00,um
yosys,Netlist cell types,45,
yosys,"top comb family, area",simple AND/OR/NAND/NOR gates,
yosys,"Cell Area, Synth",1795,sq um
clock_network,CTS tree,built,
hold_path,Hold Crit Class,reg -> reg,
detailed_routing,DR iter-0 viols,95,
worst_setup_path,"Max FO, Critical Path",6,
clock_network,Root Buffer,clkbuf_8,
placement,GPL Wtd Cong,0.8374,
yosys,synthesized instance count,178,
yosys,"XOR-XNOR Cells, Area Fraction",0.08293,
final_timing,# setup viols final,0,
layout,layout cells sized above 1,0.1189,
clock_network,worst skew pair latency,260,ps
die,# IOs,50,
detailed_routing,Final ANT Viol Nets,0,
final_timing,cycle use final,0.8063,
grt,grt total ovfl,0,
final_timing,clock period minus final worst setup slack,2338,ps
final_timing,Max Clock Freq,427.6,MHz
yosys,Post-synth EDFFs,1,
pwr,combinational share of power,0.130,
die,Die H,69.00,um
final_timing,worst slew pin tran,818.0,ps
clock_network,Hold Buf Count CTS,0,
pwr,power density over cell area,317.0,nW/um^2
pwr,Sw Ratio,0.1834,
yosys,Simple-Gate Area Share,0.2014,
detailed_routing,via count,1434,
pwr,sw power,0.1393,mW
detailed_routing,via/cell ratio,5.177,
yosys,Yosys reg bits,37,
detailed_routing,drc violations,0,
detailed_routing,Routed WL per cell,13.83,um
worst_setup_path,Crit path arrival time,2520,ps
placement,DPL Wire Length,2934,um
clock_network,# resized after CTS,0,
yosys,area fraction in mux cells,0.03624,
worst_setup_path,WP data required,3080,ps
run,Max Cap Violations,0,
final_timing,TNS Setup,0,ps
final_timing,Rel. slew slack,0.4470,
layout,fin cells,277,
yosys,adder share,0.05436,
hold_path,min-delay src,divcount[0],
clock_network,Num CTS Buffers,3,
yosys,Synth Warn #,1,
pwr,Peak VDD IR,0.2822,mV
clock_network,Clock Pin Slew Worst Setup and Hold Paths,90,ps
die,die area,4760,sq um
final_timing,unrepaired setup endpoints after global routing,false,
## power groups by stage
stage | clock, mW | sequential (mW) | combinational, mW
CTS | 0.298 | 0.371 | 0.0997
global route | 0.311 | 0.372 | 0.109
finish | 0.290 | 0.370 | 0.0988
## metrics by stage
step                setup slack [ps]    util
finish                         561.6  0.5782
global route                   378.5  0.5782
CTS                            551.1  0.5782
detailed placement             276.8  0.5610
global placement               316.2  0.5610
floorplan                      827.9       -
## worst max-delay path, stage by stage
cell and delay [ps]:
clkdlybuf4s50_1 390, mux2_2 260, a221oi_1 320, a31oi_1 250
or4_1 600, o211ai_1 110
## area by class of cell
type | instances | area, sq um
Clock inverter | 1 | 30.03
Multi-Input combinational cell | 127 | 885.9
Sequential cell | 37 | 850.8
Tap cell | 50 | 62.56
Clock buffer | 3 | 41.29
Timing Repair Buffer | 49 | 488.0
Fill cell | 370 | 1748
Inverter | 10 | 37.54
## routing by layer
layer  GRT usage  wire length (um)  share of wire  vias up
met3     0.04000               259          0.068        0
met1      0.2900              1874           0.49      669
met2      0.3034              1698           0.44       37
met4    0.005102                 0              0        0
met5           0                 0              0        -
li1            -                 -              -      728
## path summary, 6_finish.rpt
| kind | slack, ps | endpoint | depth (start not counted) |
|---|---|---|---|
| max in group asynchronous | 2070 | led_cg | 2 |
| min in group asynchronous | 640 | led_cc | 2 |
| hold / removal | 460 | divcount[0] | 1 |
| setup / recovery | 560 | led_ca | 6 |
| hold reg to reg | 460 | divcount[0] | 1 |
| setup reg to reg | 970 | divcount[15] | 5 |
## placed cells by master, fill, tap and decap left out, drive strengths merged, types with 5 or more instances in the layout
cell,n
clkdlybuf4s50,48
dfrtp,10
dfstp,8
dfxtp,18
ha,7
inv,10
nand2,19
nand3,10
nor2,13
nor3,5
or4,5
xnor2,9
xor2,8
## synth_stat cells (7+ instances only)
library cell / number / area (sq um)
inv_1: 10 / 37.54
dfstp_2: 8 / 210.2
dfrtp_1: 10 / 250.2
xor2_1: 8 / 70.07
nor2_1: 13 / 48.80
ha_1: 7 / 87.58
nand2_1: 19 / 71.32
dfxtp_1: 18 / 360.4
nand3_1: 10 / 50.05
xnor2_1: 9 / 78.83
## cells by family (layout without fill, tap and decap cells)
kind of cell             count (synthesis)  in the layout
flip-flops                              37             37
buffers and inverters                   14             63
adder cells (fa/ha/maj)                  8              8
AND/OR/NAND/NOR                         69             69
multiplexers                             6              6
other                                    1              1
XOR/XNOR                                17             17
AND-OR/OR-AND                           26             26
Power is estimated from default activity; no workload was simulated.
